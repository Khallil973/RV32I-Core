**/design/flow/design.v**
```verilog
module register_file(clk,rst,A1,A2,A3,WD3,WE3,RD1,RD2);
    input clk,rst,WE3;
    input [4:0] A1,A2,A3;
    input [31:0] WD3;
    output [31:0] RD1,RD2;
    reg [31:0] Registers [31:0];
    assign RD1 = (rst==1'b0) ? 32'd0 : (A1 == A3) & (A1 != 0) ? WD3 : Registers[A1];
    assign RD2 = (rst==1'b0) ? 32'd0 : (A2 == A3) & (A2 != 0) ? WD3 : Registers[A2];
    always @ (posedge clk)
    begin
        if(WE3 & (A3 != 5'h00))
            Registers[A3] <= WD3;
    end
    integer i;
    initial begin
       for (i=0; i<31; i++) begin
           Registers[i] = 32'h00000000;         
       end
    end
endmodule
```
**/design/flow/run.sh**
```bash
#!/bin/bash
# OpenROAD 26Q1-2900-gdf79404cd8, Yosys 0.63+post, stock flow scripts
make -C /OpenROAD-flow-scripts/flow DESIGN_CONFIG=/design/flow/config.mk WORK_HOME=/design/flow/orfs finish
```
**/design/flow/config.mk**
```make
export PLATFORM = sky130hd
export DESIGN_NAME = register_file
export DESIGN_NICKNAME = register_file
export VERILOG_FILES = /design/flow/design.v
export SDC_FILE = /design/flow/constraint.sdc
export NUM_CORES = 4
export LEC_CHECK = 1
export CORE_UTILIZATION = 50
```
**/design/flow/constraint.sdc**
```tcl
current_design register_file

set clk_period 7.3
set clk_io_pct 0.2

create_clock -name clk0 -period $clk_period [get_ports {clk}]

set non_clock_inputs [all_inputs -no_clocks]
set_input_delay [expr $clk_period * $clk_io_pct] -clock clk0 $non_clock_inputs
set_output_delay [expr $clk_period * $clk_io_pct] -clock clk0 [all_outputs]
```
==> results.sh <==
# yosys + openroad results
export IMPL_status="complete, no violations"
export IMPL_worst_setup_path_type="primary input to output pin"
export IMPL_hpwlAfterDp_mm=88.8
export IMPL_num_fill_cells=6863
export IMPL_largest_reg_flops=1024
export IMPL_ys_flops=1024
export IMPL_synth_warnings=1
export IMPL_rsz0062_at_grt="false"
export IMPL_hold_violations=0
export IMPL_finalClockPeriodUsage_pct=89.0
export IMPL_cts_hold_buf=0
export IMPL_yosysSeqAreaShare_pct=64.3
export IMPL_yosys_stat_area_sq_mm=0.0478
export IMPL_worst_pin_slew_ns=1.12
export IMPL_critPathLaunchType="primary input"
export IMPL_netlist_area_sq_mm=0.0478
export IMPL_grt_first_pass_wirelength_mm=217
export IMPL_p_leak_uw=0.0174
export IMPL_dpl_cell_count=3797
export IMPL_gp_congestion=0.906
export IMPL_logic_area_sq_mm=0.0162
export IMPL_crit_fanout=29
export IMPL_chipHeight_microns=311
export IMPL_cts_sinks=1024
export IMPL_reg_top3="Registers: 1024 flops"
export IMPL_wl_met2_mm=67.0
export IMPL_arrival_ns=5.04
export IMPL_met3_length_mm=33.1
export IMPL_grt_pass1_vias=31200
export IMPL_slew_headroom_pct=25.4
export IMPL_vias=27700
export IMPL_io_pin_count=114
export IMPL_synth_area_per_cell_sq_um=19.5
export IMPL_top_layer="met5"
export IMPL_fin_total_pwr_uw=13100
export IMPL_stdcell_area_sq_mm=0.0545
export IMPL_flop_area_sq_mm=0.0307
export IMPL_coreArea_sq_mm=0.0949
export IMPL_port_buffers=113
export IMPL_warning_count=26
export IMPL_worst_ir_drop_vdd_mv=0.209
export IMPL_crit_chain="clkdlybuf4s50_1, or3b_4, buf_4, o22ai_1, a2111oi_2, o32ai_1, buf_4, clkdlybuf4s50_1"
export IMPL_period_needed_ns=6.50
export IMPL_slew_viol_final=0
export IMPL_root_buffer="clkbuf_16"
export IMPL_postSynthCellCount=2448
export IMPL_avgViaCountPerCell=6.93
export IMPL_grt_max_degree=92
export IMPL_synth_cell_types=42
export IMPL_wl_met1_mm=46.4
export IMPL_htree_levels=3
export IMPL_end_kind="output pin"
export IMPL_fmax_mhz=154
export IMPL_drv_cap=0
export IMPL_drc=0
export IMPL_placed_cell_area_sq_mm=0.0511
export IMPL_drt_iter0_drc=1731
export IMPL_chipArea_sq_mm=0.0969
export IMPL_clk_path_buf_depth=3
export IMPL_hold_path_class="primary input to flip-flop"
export IMPL_wl_per_cell_microns=38.1
export IMPL_cp_top_family="buffers and inverters"
export IMPL_slowest_delay_ns=0.74
export IMPL_die_x_microns=311
export IMPL_antenna_found_initial=3
export IMPL_crit_required_ns=5.84
export IMPL_dr_pass1_iters=5
export IMPL_max_flop_register="Registers"
export IMPL_fp_util_pct=50.4
export IMPL_fin_cells=3999
export IMPL_path_clk_slew_ns=0.06
export IMPL_cts_buffers=109
export IMPL_setup_tns_final_ns=0
export IMPL_drive_gt1_share_pct=29.1
export IMPL_grt_overflow_total=0
export IMPL_setup_viol=0
export IMPL_power_density_mw_per_mm2=241
export IMPL_area_growth_pct=13.9
export IMPL_grt_use_total_pct=35.8
export IMPL_rows=113
export IMPL_tritoncts="yes"
export IMPL_ant_nets=0
export IMPL_post_cts_resized=0
export IMPL_wl_mm=152
export IMPL_cp_slowest_cell="or3b_4"
export IMPL_postCtsSetupBuffers=0
export IMPL_yosys_cells=2448
export IMPL_path_buffers=4
[worst paths after layout]
check                   from  depth (start not counted)                to  slack [ns]
worst max-delay path   A1[3]                          8           RD1[10]        0.80
worst min-delay path  WD3[6]                          2  Registers[13][6]        1.58
[cell type report]
type | instances | share of cell area, %
sequential | 1024 | 56.4
multi-input combinational | 1230 | 29.7
clock buffer | 139 | 5.25
timing repair buffer | 278 | 4.78
tap | 1265 | 2.90
clock inverter | 62 | 0.978
antenna | 1 | 0.00459
[cells by family (layout without fill, tap and decap cells)]
family          Yosys count  in the layout  synth area share [%]
flops                  1024           1024                  64.3
compound gates          448            448                  8.27
xor+xnor                  9              9                 0.165
mux                     641            641                  23.5
simple gates            100            100                 0.970
buf+inv                 225            479                  2.82
other cells               1             33               0.00784
[metrics by stage]
step                hold WS, ns  setup slack, ns  utilization [%]
finish                     1.58            0.801             57.4
global route               1.58            0.654             57.4
CTS                        1.54            0.574             57.4
detailed placement         2.29            0.589             53.8
global placement           2.28            0.597             53.8
floorplan                  1.56             2.85                -
[report_power, final]
group / switching (uW) / leakage (uW) / internal (uW)
clock: 2260 / 0.00165 / 3010
sequential: 32.9 / 0.00925 / 6560
combinational: 741 / 0.00653 / 535
total: 3040 / 0.0174 / 10100
[cells in the final DEF, fill, tap and decap left out, types with 19 or more instances in the layout]
cell type,n
conb_1,32
mux4_2,386
a2111oi_0,19
edfxtp_1,1024
a2111oi_2,43
nand2_1,35
clkbuf_1,29
o221ai_1,63
a211oi_1,63
clkdlybuf4s50_1,104
a22o_1,126
buf_12,19
mux2i_1,255
nor2_4,33
o32ai_1,62
buf_4,149
o22ai_1,62
clkbuf_16,110
clkinv_1,29
[cell usage after synthesis (all sizes together)]
cell type,n,area (sq um)
conb,1,3.75
o221ai,63,552
or3,2,12.5
nand2,36,135
nor4,2,12.5
o21ai,2,10.0
xor2,6,52.6
mux2i,255,2550
o22ai,62,388
o31ai,1,7.51
a22o,126,1100
a211o,1,8.76
mux4,386,8690
nor3,1,5.00
o32ai,63,552
edfxtp,1024,30700
nand3,3,15.0
a211oi,63,473
xnor2,3,26.3
a32o,1,10.0
or3b,5,43.8
a2111oi,63,822
a21bo,1,10.0
a22oi,1,7.51
nor2b,5,31.3
buf,110,913
and2,2,12.5
nand3b,7,52.6
clkbuf,115,435
o221a,1,11.3
or2,2,12.5
nor2,35,131
[routing by layer]
metal | track usage, % | vias up
li1 | - | 11200
met1 | 44.1 | 13900
met2 | 47.5 | 2314
met3 | 32.7 | 323
met4 | 9.46 | 14
met5 | 4.25 | -
No activity file was given, so power comes from the tool's default toggle rates.
