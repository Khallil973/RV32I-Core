<file path="design/flow/config.mk">
export PLATFORM = sky130hd
export DESIGN_NAME = execute_cycle
export DESIGN_NICKNAME = execute_cycle
export VERILOG_FILES = /design/flow/design.v
export SDC_FILE = /design/flow/constraint.sdc
export NUM_CORES = 4
export LEC_CHECK = 1
export CORE_UTILIZATION = 50
</file>
<file path="design/flow/constraint.sdc">
current_design execute_cycle

set clk_period 19.0
set clk_io_pct 0.2

create_clock -name clk0 -period $clk_period [get_ports {clk}]

set non_clock_inputs [all_inputs -no_clocks]
set_input_delay [expr $clk_period * $clk_io_pct] -clock clk0 $non_clock_inputs
set_output_delay [expr $clk_period * $clk_io_pct] -clock clk0 [all_outputs]
</file>
<file path="design/flow/design.v">
 module alu(A,B,ALUControl,Result,Zero,N,V,C);
      input [31:0] A,B;
      input [3:0]ALUControl;  
      output [31:0] Result;
      output Zero,N,V,C;
      wire [31:0] A_or_B;
      wire [31:0] A_and_B;
      wire [31:0] not_B;
      wire [31:0] mux_1;
      wire [31:0] sum;
      wire [31:0] mux_2;
      wire [31:0] slt;
      wire cout;
      wire [31:0] A_xor_B;
      wire [31:0] sll;
      wire [31:0] srl;
      wire [31:0] sra;
      assign A_or_B = A | B;
      assign A_and_B = A & B;
      assign not_B = ~B;
      assign mux_1 = (ALUControl[0] == 1'b0) ? B : not_B;
      assign A_xor_B = A ^ B;
      assign sll = A << B;
      assign srl = A >> B;
      assign sra = A >>> B[4:0];
      assign {cout,sum} = A + mux_1 + ALUControl[0];
      assign slt = {31'b0000000000000000000000000000000,sum[31]};  
      assign mux_2 = (ALUControl[3:0] == 4'b0000) ? sum : 
                    (ALUControl[3:0] == 4'b0001) ? sum : 
                    (ALUControl[3:0] == 4'b0010) ? A_and_B :
                    (ALUControl[3:0] == 4'b0011) ? A_or_B :
                    (ALUControl[3:0] == 4'b0101) ? slt :
                    (ALUControl[3:0] == 4'b0100) ? A_xor_B : 
                    (ALUControl[3:0] == 4'b0110) ? sll :
                    (ALUControl[3:0] == 4'b1001) ? srl :
                    (ALUControl[3:0] == 4'b1010) ? sra : 32'h00000000;  
      assign Result = mux_2;               
      assign Zero = &(~Result);  
      assign N = Result[31];  
      assign C = cout & (~ALUControl[1]);  
      assign V = (~ALUControl[1]) & (A[31] ^ sum[31]) & (~(ALUControl[0] ^ A[31] ^ B[31]));  
  endmodule
module execute_cycle(clk,rst,ZeroE,RegWriteE,MemWriteE,ResultSrcE,ALUSrcE,Branch,ALUControlE,RD1_E,RD2_E,Imm_Ext_E,RD_E,PCE,PCSrcE,PCPlus4E,PCTargetE,RegWriteM,MemWriteM,ResultSrcM,RD_M,WriteDataM,PCPlus4M,ALU_ResultM,ResultW,ForwardAE,ForwardBE,JumpE);
    input clk,rst,RegWriteE,MemWriteE,ALUSrcE,JumpE;
    input [3:0] ALUControlE;
    input [4:0] RD_E;
    input [31:0] RD1_E,RD2_E,Imm_Ext_E;
    input [31:0] PCE,PCPlus4E;
    input [31:0] ResultW;
    input [1:0] ForwardAE,ForwardBE,ResultSrcE;
    input [5:0] Branch;
    output RegWriteM,MemWriteM,ZeroE; 
    output [4:0] RD_M;
    output [31:0] PCPlus4M,ALU_ResultM,WriteDataM;
    output [31:0] PCTargetE;
    output [1:0] ResultSrcM;
    output reg PCSrcE;
    wire [31:0] Scr_A,Scr_B,Scr_B_interim;
    wire [31:0] Result_E;   
    wire N,C,V;
    reg RegWriteE_r,MemWriteE_r;
    reg [1:0] ResultSrcE_r;
    reg [4:0] RD_E_r;
    reg [31:0] RD2_E_r,PCPlus4E_r,Result_E_r;   
    mux_3_by_1 srcA (
                .a(RD1_E),
                .b(ResultW),
                .c(ALU_ResultM),
                .s(ForwardAE),
                .d(Scr_A)
    );
    mux_3_by_1 srcB (
                .a(RD2_E),
                .b(ResultW),
                .c(ALU_ResultM),
                .s(ForwardBE),
                .d(Scr_B_interim)
    );
    mux alu_src_mux (
                .a(Scr_B_interim),
                .b(Imm_Ext_E),
                .s(ALUSrcE),
                .c(Scr_B)
    );
    alu alu (
                .A(Scr_A),
                .B(Scr_B),
                .ALUControl(ALUControlE),
                .Result(Result_E),
                .Zero(ZeroE),
                .N(N),
                .V(V),
                .C(C)
    );
    pc_adder branch_adder (
                .a(PCE),
                .b(Imm_Ext_E),
                .c(PCTargetE)
    );
    always @ (posedge clk or negedge rst) begin
        if (rst == 1'b0) begin
                RegWriteE_r <= 1'b0;
                MemWriteE_r <= 1'b0;
                ResultSrcE_r <= 2'b00;
                RD_E_r  <= 5'h00;
                RD2_E_r <= 32'h00000000;
                PCPlus4E_r <= 32'h00000000;
                Result_E_r <= 32'h00000000;    
        end
        else begin
                RegWriteE_r <= RegWriteE;
                MemWriteE_r <= MemWriteE;
                ResultSrcE_r <= ResultSrcE;
                RD_E_r  <= RD_E;
                RD2_E_r <= Scr_B_interim;
                PCPlus4E_r <= PCPlus4E;
                Result_E_r <= Result_E; 
        end
    end
always @(*) begin
    PCSrcE = 1'b0; 
    case (Branch)
        6'b000001:  
            if (ZeroE == 1'b1)
                PCSrcE = 1'b1;
        6'b000010:  
            if (ZeroE == 1'b0)
                PCSrcE = 1'b1;
        6'b000100:  
            if (N == 1'b1)  
                PCSrcE = 1'b1;
        6'b000101:  
            if (N == 1'b0 || ZeroE == 1'b1)  
                PCSrcE = 1'b1;
        6'b001000:  
            if (C == 1'b0)  
                PCSrcE = 1'b1;
        6'b001001:  
            if (C == 1'b1 || ZeroE == 1'b1) 
                PCSrcE = 1'b1;
    endcase
    if (JumpE) begin
        PCSrcE = 1'b1; 
    end
end
    assign RegWriteM = RegWriteE_r;
    assign MemWriteM = MemWriteE_r;
    assign ResultSrcM = ResultSrcE_r; 
    assign RD_M  = RD_E_r;
    assign WriteDataM = RD2_E_r;
    assign PCPlus4M = PCPlus4E_r;
    assign ALU_ResultM = Result_E_r; 
endmodule
module mux (a,b,s,c);
    input [31:0] a,b;
    input s;
    output [31:0] c;
    assign c = (~s) ? a : b;
endmodule
module mux_3_by_1(a,b,c,s,d);
    input [31:0] a,b,c;
    input [1:0] s;
    output [31:0] d;
    assign d = (s == 2'b00) ? a : (s == 2'b01) ? b : (s == 2'b10) ? c : 32'h00000000;
endmodule
module pc_adder(a,b,c);
    input [31:0] a,b;
    output  [31:0] c;
    assign c = a + b;
endmodule
</file>
<file path="design/flow/run.sh">
#!/bin/bash
# OpenROAD 26Q1-2900-gdf79404cd8, Yosys 0.63+post, stock flow scripts
make -C /OpenROAD-flow-scripts/flow DESIGN_CONFIG=/design/flow/config.mk WORK_HOME=/design/flow/orfs finish
</file>
==> qor.csv <==
stage,metric,value,unit
placement,hpwlAfterDp,54980,um
setup_path,startpoint_type,input pin,
finish,syn_to_final_growth,31.17,%
clock_tree,clkTransAtPathRegs,0.07,ns
floorplanning,coreArea,0.02703,sq mm
pwr,pwr-share-clk,18.2,%
route,ant_nets,0,
placement,port-buffer-count,357,
clock_tree,cts.path.max_buffers,2,
global_routing,grt_usage,50.16,%
yosys,synth_seq_share,19.06,%
clock_tree,numCtsBuffers,9,
yosys,common_cells,"212 x mux2i_1, 130 x nor2_1, 126 x ha_1, 125 x o21ai_0, 105 x dfrtp_1",
placement,place_ws,5.313,ns
placement,dpl_cell_area,0.01776,sq mm
route,drt_iter0_drc,1861,
setup_path,path_class,input pin to primary output,
setup_path,cp_num_buf_inv,6,
global_routing,overflow,0,
pwr,p_int,0.6115,mW
floorplanning,die_x,168.0,um
pwr,power,1.104,mW
floorplanning,fp_util,51.00,%
pwr,irDropWorstVdd,37.85,uV
outcome,status,"finished, final reports clean",
sta,max_slew_margin,34.36,%
yosys,synthFlopType,dfrtp_1,
setup_path,cp_data_arrival_time,10.14,ns
sta,fmax,0.07175,GHz
clock_tree,cts_sinks,105,
yosys,synthArstFlopShare,100.0,%
global_routing,grt_pass1_vias,15517,
yosys,synth_cell_types,83,
placement,gp_congestion,1.115,
setup_path,path_cells,clkdlybuf4s50_1 > buf_4 > clkinv_1 > buf_4 > mux2_2 > buf_4 > xnor2_1 > ha_1 > o21ai_0 > o21ai_0 > a31oi_1 > xnor2_1 > nor2_1 > a2111oi_0 > o221ai_1 > o211ai_1 > nor4_1 > and4_1 > and4_1 > and4bb_1 > mux2i_1 > clkdlybuf4s50_1,
yosys,yosys_cells,1695,
yosys,edf_count,0,
setup_path,crit_fanout,43,
sta,setup_tns,0,ns
yosys,ys_warn_count,1,
yosys,syn_inst,1695,
sta,fin_skew,0.01362,ns
route,routedWlPerCell,29.61,um
finish,final_layout_size_suffix_gt1_share,6.161,%
route,wl,70270,um
route,vias_per_cell,6.840,
pwr,powerDensity,61.04,mW/mm^2
clock_tree,hold_buffers,0,
yosys,ys_seq_elements,105,
flow_run,warnings,58,
clock_tree,worstSkewPairLatency,0.37,ns
sta,finalCritPeriodShare,73.36,%
sta,maxSlewViolCount,0,
route,drt-pass1-iter-count,9,
sta,layout_setup_ws,5.062,ns
setup_path,crit_slowest_cell,a2111oi_0,
pwr,p_sw_share,44.59,%
clock_tree,htreeDepth,3,
global_routing,grt_max_degree,61,
yosys,top_cells_by_area,"dfrtp_1 19%, mux2i_1 15%, ha_1 11%",
pwr,power_frac_seq,23.6,%
floorplanning,die_h,168.0,um
placement,dp.cells,2354,
yosys,synthesis.area,0.01378,sq mm
clock_tree,cts_tree,built,
sta,hold_ws,0.6255,ns
sta,period_minus_slack,13.94,ns
sta,finalSetupViolations,0,
floorplanning,rows,60,
finish,finalNonFillerCells,2373,
sta,hold_viol_final,0,
route,route.detailed.drc,0,
floorplanning,io_pins,358,
pwr,power.leakage,7.863,nW
setup_path,path_delay_family,buffers and inverters,
setup_path,cpPeakStageDelay,0.77,ns
setup_path,crit_path_frequent_cell,buf_4,
sta,tightestPinTransition,0.9846,ns
pwr,pwr-share-comb,58.2,%
clock_tree,cts_setup_buffers,0,
route,vias,16231,
pwr,power_switching,0.4922,mW
finish,postLayoutCellArea,0.01808,sq mm
floorplanning,die_area,0.02823,sq mm
finish,finalCoreUtilization,66.90,%
sta,rsz0062_at_grt,no,
hold_path,hold_path.class,flip-flop to flip-flop,
setup_path,worstPathRequired,15.20,ns
yosys,syn_avg_cell_area,8.132,sq um
yosys,most_common_cell,mux2i_1,
yosys,yosys.area.top_type,dfrtp_1,
clock_tree,cts-root-buf,clkbuf_16,
global_routing,antenna_found_initial,6,
yosys,synth_chip_area,0.01378,sq mm
yosys,top_area_share,19.06,%
global_routing,grt_pass1_wl,102000,um
setup_path,setup.worst_path.end_class,primary output,
finish,nFillCells,2016,
clock_tree,cts_resized,0,
flow_run,cap_violations,0,
[cell type report]
cell class                      instances  area, sq um  share of cell area [%]
Clock inverter                          7        83.83                  0.4637
Clock buffer                            9        225.2                   1.246
Timing Repair Buffer                  419         4016                   22.21
Antenna cell                            3        7.507                 0.04152
Sequential cell                       105         2628                   14.53
Multi-Input combinational cell       1394        10330                   57.16
Tap cell                              341        426.7                   2.360
Inverter                               95        359.1                   1.986
[cell families (layout without fill, tap and decap cells)]
logic type                 count (synthesis)  count (layout)  share of synthesized area, %
AOI/OAI and AO/OA                        540             540                         26.63
and+or+nand+nor                          425             425                         15.00
muxes                                    222             222                         16.29
buffers and inverters                    196             530                         6.264
adders and majority gates                128             128                         11.73
DFF                                      105             105                         19.06
xor gates and xnor gates                  79              79                         5.020
other                                      0               3                             0
[power by group through the flow]
stage	logic (mW)	clock network, mW	registers (mW)
CTS	0.619	0.200	0.258
global route	0.681	0.209	0.261
finish	0.643	0.201	0.260
[layer usage]
metal	share of wire [%]	GRT usage, %	vias to the layer above
met5	0.11	0.6957	-
met4	8.3	32.91	8
li1	-	-	7037
met2	41	70.96	1297
met1	36	62.64	7493
met3	14	21.40	396
[cell usage in the layout (no fill, tap or decap), types with 11 or more instances in the layout]
cell,Yosys,final
inv_1,88,88
o21ai_0,125,125
nor2_1,130,130
a211oi_1,18,18
nand2_1,94,94
mux2i_1,212,211
a221oi_1,17,17
nor4_1,11,11
a22oi_1,14,14
buf_4,8,63
o2bb2ai_1,52,52
clkdlybuf4s50_1,0,352
a21oi_1,89,89
a31oi_1,14,14
ha_1,126,126
nand3_1,39,39
nor3_1,38,35
o21a_1,13,13
dfrtp_1,105,105
o22ai_1,48,48
a21o_1,17,17
nand2b_1,31,31
xnor2_1,73,73
o211ai_1,27,27
[registers in the layout (all words and copies together), names as in the netlist]
| name | flops |
|---|---|
| PCPlus4E_r | 32 |
| RD2_E_r | 32 |
| Result_E_r | 32 |
| RD_E_r | 5 |
| ResultSrcE_r | 2 |
| MemWriteE_r | 1 |
| RegWriteE_r | 1 |
[worst paths after layout]
kind                       slack (ns)              to      startpoint  cells past startpoint
setup / recovery                 5.06          PCSrcE         ALUSrcE                     22
hold / removal                   0.63     RD2_E_r[14]  Result_E_r[14]                      2
setup reg to reg                14.30  Result_E_r[30]   Result_E_r[4]                     16
hold reg to reg                  0.63     RD2_E_r[14]  Result_E_r[14]                      2
max in group asynchronous       14.28  PCPlus4E_r[19]             rst                      2
min in group asynchronous        3.47  PCPlus4E_r[27]             rst                      1
[worst reg2reg max path, cell delays in order, from the launching register on]
cell	delay, ns
dfrtp_1	0.50
o2bb2ai_1	0.23
mux2i_2	0.19
buf_4	0.42
clkinv_1	0.20
xnor2_1	0.16
ha_1	0.35
o21ai_0	0.09
o21ai_0	0.35
a31oi_1	0.22
o211ai_1	0.32
nand4_1	0.22
o221a_2	0.33
o31ai_1	0.45
o31ai_1	0.15
mux2_2	0.32
nor2_1	0.13
No activity file was given, so power comes from the tool's default toggle rates.
